===== flow/design.v =====
package noc_params;
	localparam MESH_SIZE_X = 16;
	localparam MESH_SIZE_Y = 16;
	localparam DEST_ADDR_SIZE_X = $clog2(MESH_SIZE_X);
	localparam DEST_ADDR_SIZE_Y = $clog2(MESH_SIZE_Y);
	localparam DEST_ADDR_SIZE_L = $clog2(5);
	localparam VC_NUM = 2;
	localparam VC_SIZE = $clog2(VC_NUM);
	localparam FLIT_DATA_SIZE = 128;
	localparam HEAD_PAYLOAD_SIZE = FLIT_DATA_SIZE - (DEST_ADDR_SIZE_X+DEST_ADDR_SIZE_Y+DEST_ADDR_SIZE_L);
	typedef enum logic [3:0] {DLA0, DLA1, DLA2, DLA3, SKIP, NORTH, SOUTH, WEST, EAST} port_t;
	localparam PORT_NUM = 9;
	localparam PORT_SIZE = $clog2(PORT_NUM);
	typedef enum logic [1:0] {HEAD, BODY, TAIL, HEADTAIL} flit_label_t;
	localparam FLIT_TOTAL_SIZE = FLIT_DATA_SIZE + 2;
	typedef struct packed
	{
		logic [DEST_ADDR_SIZE_X-1 : 0] 	x_dest;
		logic [DEST_ADDR_SIZE_Y-1 : 0] 	y_dest;
		logic [DEST_ADDR_SIZE_L-1 : 0] 	l_dest;
		logic [HEAD_PAYLOAD_SIZE-1: 0] 	head_pl;
	} head_data_t;
	typedef struct packed
	{
		flit_label_t			flit_label;
		logic [VC_SIZE-1 : 0] 	vc_id;
		union packed
		{
			head_data_t 		head_data;
			logic [FLIT_DATA_SIZE-1 : 0] bt_pl;
		} data;
	} flit_t;
    typedef struct packed
    {
        flit_label_t flit_label;
        union packed
        {
            head_data_t head_data;
            logic [FLIT_DATA_SIZE-1 : 0] bt_pl;
        } data;
    } flit_novc_t;
endpackage
module router_csr #(
   parameter AWIDTH = 32,
   parameter DWIDTH = 32
) (
   input   logic                i_hclk,
   input   logic                i_hreset,
   input   logic                i_write,
   input   logic                i_read,
   input   logic [AWIDTH-1:0]   i_addr,
   input   logic [DWIDTH-1:0]   i_wdata,
   output  logic [DWIDTH-1:0]   o_rdata,
   output  logic                o_error,
   output  logic                o_ready,
   output logic [31:0] o_router_cfg_0,
   output logic [31:0] o_router_cfg_1,
   output logic [31:0] o_router_cfg_2,
   output logic [31:0] o_router_cfg_3,
   output logic [31:0] o_router_cfg_4,
   output logic [31:0] o_router_cfg_5,
   output logic [31:0] o_router_cfg_6,
   output logic [31:0] o_router_cfg_7,
   input logic [31:0] i_router_sta_0,
   input logic [31:0] i_router_sta_1,
   input logic [31:0] i_router_sta_2,
   input logic [31:0] i_router_sta_3,
   input logic [31:0] i_router_sta_4,
   input logic [31:0] i_router_sta_5,
   input logic [31:0] i_router_sta_6,
   input logic [31:0] i_router_sta_7
);
   typedef enum logic [5:0] {
      DECODE_router_CFG_0,
      DECODE_router_CFG_1,
      DECODE_router_CFG_2,
      DECODE_router_CFG_3,
      DECODE_router_CFG_4,
      DECODE_router_CFG_5,
      DECODE_router_CFG_6,
      DECODE_router_CFG_7,
      DECODE_router_STA_0,
      DECODE_router_STA_1,
      DECODE_router_STA_2,
      DECODE_router_STA_3,
      DECODE_router_STA_4,
      DECODE_router_STA_5,
      DECODE_router_STA_6,
      DECODE_router_STA_7,
      DECODE_NOOP
   } DECODE_T;
   DECODE_T decode;
   assign o_ready = 1'b1;
   always_comb begin
      o_error = 1'b0;
      case ({16'h0,i_addr[15:0]})
         32'h0: decode = DECODE_router_CFG_0;
         32'h4: decode = DECODE_router_CFG_1;
         32'h8: decode = DECODE_router_CFG_2;
         32'hC: decode = DECODE_router_CFG_3;
         32'h10: decode = DECODE_router_CFG_4;
         32'h14: decode = DECODE_router_CFG_5;
         32'h18: decode = DECODE_router_CFG_6;
         32'h1C: decode = DECODE_router_CFG_7;
         32'h20:decode =DECODE_router_STA_0;
         32'h24:decode =DECODE_router_STA_1;
         32'h28:decode =DECODE_router_STA_2;
         32'h2C:decode =DECODE_router_STA_3;
         32'h30:decode =DECODE_router_STA_4;
         32'h34:decode =DECODE_router_STA_5;
         32'h38:decode =DECODE_router_STA_6;
         32'h3C:decode =DECODE_router_STA_7;
         default : begin 
            decode = DECODE_NOOP;
            o_error = 1'b1;
         end
      endcase
   end
   logic [31:0] router_cfg_0_q;
   always_ff @( posedge i_hclk, posedge i_hreset)
      if (i_hreset)
         router_cfg_0_q <= 32'b0;
      else
         if (i_write)
            if (decode == DECODE_router_CFG_0)
               router_cfg_0_q <= i_wdata;
   assign o_router_cfg_0 = router_cfg_0_q[31:0];
   logic [31:0] router_cfg_1_q;
   always_ff @( posedge i_hclk, posedge i_hreset)
      if (i_hreset)
         router_cfg_1_q <= 32'b0;
      else
         if (i_write)
            if (decode == DECODE_router_CFG_1)
               router_cfg_1_q <= i_wdata;
   assign o_router_cfg_1 = router_cfg_1_q[31:0];
   logic [31:0] router_cfg_2_q;
   always_ff @( posedge i_hclk, posedge i_hreset)
      if (i_hreset)
         router_cfg_2_q <= 32'b0;
      else
         if (i_write)
            if (decode == DECODE_router_CFG_2)
               router_cfg_2_q <= i_wdata;
   assign o_router_cfg_2 = router_cfg_2_q[31:0];
   logic [31:0] router_cfg_3_q;
   always_ff @( posedge i_hclk, posedge i_hreset)
      if (i_hreset)
         router_cfg_3_q <= 32'b0;
      else
         if (i_write)
            if (decode == DECODE_router_CFG_3)
               router_cfg_3_q <= i_wdata;
   assign o_router_cfg_3 = router_cfg_3_q[31:0];
   logic [31:0] router_cfg_4_q;
   always_ff @( posedge i_hclk, posedge i_hreset)
      if (i_hreset)
         router_cfg_4_q <= 32'b0;
      else
         if (i_write)
            if (decode == DECODE_router_CFG_4)
               router_cfg_4_q <= i_wdata;
   assign o_router_cfg_4 = router_cfg_4_q[31:0];
   logic [31:0] router_cfg_5_q;
   always_ff @( posedge i_hclk, posedge i_hreset)
      if (i_hreset)
         router_cfg_5_q <= 32'b0;
      else
         if (i_write)
            if (decode == DECODE_router_CFG_5)
               router_cfg_5_q <= i_wdata;
   assign o_router_cfg_5 = router_cfg_5_q[31:0];
   logic [31:0] router_cfg_6_q;
   always_ff @( posedge i_hclk, posedge i_hreset)
      if (i_hreset)
         router_cfg_6_q <= 32'b0;
      else
         if (i_write)
            if (decode == DECODE_router_CFG_6)
               router_cfg_6_q <= i_wdata;
   assign o_router_cfg_6 = router_cfg_6_q[31:0];
   logic [31:0] router_cfg_7_q;
   always_ff @( posedge i_hclk, posedge i_hreset)
      if (i_hreset)
         router_cfg_7_q <= 32'b0;
      else
         if (i_write)
            if (decode == DECODE_router_CFG_7)
               router_cfg_7_q <= i_wdata;
   assign o_router_cfg_7 = router_cfg_7_q[31:0];
   logic [31:0] router_sta_0_q;
   always_ff @( posedge i_hclk, posedge i_hreset)
      if (i_hreset)
         router_sta_0_q <= '0;
      else
         router_sta_0_q <= i_router_sta_0;
   logic [31:0] router_sta_1_q;
   always_ff @( posedge i_hclk, posedge i_hreset)
      if (i_hreset)
         router_sta_1_q <= '0;
      else
         router_sta_1_q <= i_router_sta_1;
   logic [31:0] router_sta_2_q;
   always_ff @( posedge i_hclk, posedge i_hreset)
      if (i_hreset)
         router_sta_2_q <= '0;
      else
         router_sta_2_q <= i_router_sta_2;
   logic [31:0] router_sta_3_q;
   always_ff @( posedge i_hclk, posedge i_hreset)
      if (i_hreset)
         router_sta_3_q <= '0;
      else
         router_sta_3_q <= i_router_sta_3;
   logic [31:0] router_sta_4_q;
   always_ff @( posedge i_hclk, posedge i_hreset)
      if (i_hreset)
         router_sta_4_q <= '0;
      else
         router_sta_4_q <= i_router_sta_4;
   logic [31:0] router_sta_5_q;
   always_ff @( posedge i_hclk, posedge i_hreset)
      if (i_hreset)
         router_sta_5_q <= '0;
      else
         router_sta_5_q <= i_router_sta_5;
   logic [31:0] router_sta_6_q;
   always_ff @( posedge i_hclk, posedge i_hreset)
      if (i_hreset)
         router_sta_6_q <= '0;
      else
         router_sta_6_q <= i_router_sta_6;
   logic [31:0] router_sta_7_q;
   always_ff @( posedge i_hclk, posedge i_hreset)
      if (i_hreset)
         router_sta_7_q <= '0;
      else
         router_sta_7_q <= i_router_sta_7;
   always_comb
      if (i_read)
         case (decode)
            DECODE_router_CFG_0:o_rdata=router_cfg_0_q;
            DECODE_router_CFG_1:o_rdata=router_cfg_1_q;
            DECODE_router_CFG_2:o_rdata=router_cfg_2_q;
            DECODE_router_CFG_3:o_rdata=router_cfg_3_q;
            DECODE_router_CFG_4:o_rdata=router_cfg_4_q;
            DECODE_router_CFG_5:o_rdata=router_cfg_5_q;
            DECODE_router_CFG_6:o_rdata=router_cfg_6_q;
            DECODE_router_CFG_7:o_rdata=router_cfg_7_q;
            DECODE_router_STA_0:o_rdata=router_sta_0_q;
            DECODE_router_STA_1:o_rdata=router_sta_1_q;
            DECODE_router_STA_2:o_rdata=router_sta_2_q;
            DECODE_router_STA_3:o_rdata=router_sta_3_q;
            DECODE_router_STA_4:o_rdata=router_sta_4_q;
            DECODE_router_STA_5:o_rdata=router_sta_5_q;
            DECODE_router_STA_6:o_rdata=router_sta_6_q;
            DECODE_router_STA_7:o_rdata=router_sta_7_q;
            default : o_rdata = '0;
         endcase
      else
         o_rdata = '0;
endmodule

===== flow/run.sh =====
#!/bin/bash
# OpenROAD 26Q1-2900-gdf79404cd8, Yosys 0.63+post, stock flow scripts
make -C /OpenROAD-flow-scripts/flow DESIGN_CONFIG=/design/flow/config.mk WORK_HOME=/design/flow/orfs finish

===== flow/config.mk =====
export PLATFORM = sky130hd
export DESIGN_NAME = router_csr
export DESIGN_NICKNAME = router_csr
export VERILOG_FILES = /design/flow/design.v
export SDC_FILE = /design/flow/constraint.sdc
export NUM_CORES = 4
export LEC_CHECK = 1
export CORE_UTILIZATION = 30

===== flow/constraint.sdc =====
current_design router_csr

set clk_period 14.2
set clk_io_pct 0.2

create_clock -name clk0 -period $clk_period [get_ports {i_hclk}]

set non_clock_inputs [all_inputs -no_clocks]
set_input_delay [expr $clk_period * $clk_io_pct] -clock clk0 $non_clock_inputs
set_output_delay [expr $clk_period * $clk_io_pct] -clock clk0 [all_outputs]

==> impl_metrics.py <==
# Generated from Yosys and OpenROAD reports
metrics = {
    "setup_path": {
        "critical_path_required_ns": 11.36,
        "critPathSlowestCell": "a221oi_1",
        "crit_path_frequent_cell": "buf_4",
        "crit_path_max_incr_delay_ns": 0.56,
        "cp.arrival_ns": 6.86,
        "worstSetupStartpointType": "input pin",
        "worst-setup-path-type": "input pin to primary output",
        "path_cells": "clkdlybuf4s50_1 -> or4_2 -> buf_4 -> nor3_4 -> buf_4 -> inv_1 -> buf_4 -> nor3_1 -> a2111o_1 -> a221oi_1 -> a31oi_1 -> clkdlybuf4s50_1",
        "setup.worst_path.start": "i_addr[10]",
        "endpoint_kind": "primary output",
        "r2r-start": "router_cfg_1_q[31]",
        "crit_fanout": 27,
    },
    "timing": {
        "min_period_ns": 9.70,
        "fin_tns_setup_ns": 0,
        "maxSlewHeadroom_pct": 36.5,
        "hold_viol": 0,
        "tightestPinTransition_ns": 0.950,
        "finalClockSkew_ns": 0,
        "setup_viol": 0,
        "timing.hold.ws_ns": 0.519,
        "finalMaxSlewViolations": 0,
        "finalCritPeriodShare_pct": 68.3,
        "fmax_ghz": 0.103,
        "rsz0062_at_grt": "no",
    },
    "clock_tree": {
        "clkSinkCount": 512,
        "ctsRootBufferMaster": "clkbuf_16",
        "clock_latency_ns": 0.61,
        "cts_tree": "built",
        "hold_buffers": 0,
        "cts_setup_buffers": 0,
        "cts_resized": 0,
        "clk_pin_slew_ns": 0.06,
        "cts.htree.levels": 2,
        "clockBufferDepth": 3,
        "cts_buffers": 56,
    },
    "floorplan": {
        "die_y_um": 259,
        "die_x_um": 259,
        "core-area_um2": 65600,
        "rows": 94,
        "io_pins": 614,
        "dieArea_um2": 67300,
        "core_util_floorplan_pct": 30.3,
    },
    "layout": {
        "lay_top_count": "clkdlybuf4s50_1",
        "n_fill_cell": 5775,
        "finalInstanceArea_um2": 29100,
        "syn_to_final_growth_pct": 46.2,
        "drive_gt1_share_pct": 20.7,
        "most-common-layout-cells": "clkdlybuf4s50_1, dfrtp_1, mux2_2",
    },
    "logic_synthesis": {
        "area_leaders": "dfrtp_1, mux2_2, mux2_1",
        "ys_sh_adder_pct": 0,
        "synth-simple-area-share_pct": 6.10,
        "ys_types": 58,
        "mux_share_pct": 16.0,
        "numSynthFlops": 512,
        "ys_cells": 1342,
        "ys_area_um2": 19900,
        "synth_area_per_cell_um2": 14.8,
        "logic_family": "multiplexers",
        "ys_sh_aoi_pct": 10.9,
        "synth_area_um2": 19900,
        "ys_seq_share_pct": 64.4,
        "synth_cells": 1342,
        "synth_top_area_share_pct": 64.4,
        "synth_area_leader_cell": "dfrtp_1",
        "edf_count": 0,
        "ff_type": "dfrtp_1",
        "ys_sh_xor_pct": 0,
        "async_flop_share_pct": 100,
        "yosys_warnings": 1,
    },
    "pwr": {
        "internal-power_uw": 2500,
        "pwr-share-comb_pct": 5.7,
        "switchingPower_uw": 724,
        "leakage_uw": 0.0127,
        "power_frac_clock_pct": 47.5,
        "swShare_pct": 22.5,
        "seqPwrFrac_pct": 46.8,
        "ir_drop_mv": 0.0860,
        "power.density_nw_per_um2": 111,
        "power.total_uw": 3230,
    },
    "route": {
        "vias": 15253,
        "routed_wl_um": 88500,
        "ant_nets": 0,
        "drt_iter0_markers": 1137,
        "drc": 0,
        "wl_per_cell_um": 30.7,
        "viasPerCell": 5.29,
        "first_pass_iters": 7,
    },
    "grt": {
        "grt_util_all_layers_pct": 27.0,
        "grt_pass1_vias": 16081,
        "antenna_found_initial": 13,
        "grt_max_degree": 130,
        "overflow": 0,
        "grt_pass1_wl_um": 122000,
    },
    "placed_design": {
        "hpwl_um": 61800,
        "placed_area_um2": 27100,
        "io_buffer_count": 596,
        "gp_congestion": 0.904,
    },
    "flow_run": {
        "cap_violations": 0,
        "warnings": 43,
    },
    "outcome": {
        "outcome": "finished clean",
    },
    "worst_hold_path": {
        "min_path_type": "flop to flop",
        "min_from": "router_cfg_1_q[2]",
    },
}
[worst max-delay path, delay by kind of cell]
kind	cells	cell delay, ns
buffers and inverters	6	2.43
AND/OR/NAND/NOR	3	0.34
AND-OR/OR-AND	3	1.18
[metrics by stage]
| step | setup slack (ns) | std cells | util, % |
|---|---|---|---|
| finish | 4.50 | 2885 | 44.3 |
| floorplan | 4.41 | 1342 | - |
| CTS | 4.41 | 2882 | 44.3 |
| global placement | 4.48 | 2779 | 41.3 |
| detailed placement | 4.42 | 2779 | 41.3 |
| global route | 4.35 | 2885 | 44.3 |
[cell families (layout without fill, tap and decap cells)]
family / after synthesis / in the layout
AND-OR/OR-AND: 278 / 278
buffers and inverters: 100 / 776
flip-flops: 512 / 512
multiplexers: 281 / 281
other: 1 / 4
AND/OR/NAND/NOR: 170 / 170
[routing by layer]
metal / track usage (%) / up-vias / wire (um)
li1: - / 6421 / -
met4: 7.42 / 12 / 2800
met3: 10.2 / 163 / 8620
met5: 0 / - / 90
met2: 42.7 / 757 / 42800
met1: 35.7 / 7900 / 34300
[synthesized netlist by cell type, types with 4 or more instances]
library cell and n:
a21oi_1 27, a32oi_1 7, a222oi_1 49, nor4b_4 4
a32o_1 10, mux2_2 195, nor4_2 4, clkbuf_1 30
and3_1 13, nor2b_1 10, a221oi_1 12, nand2_1 35
a22o_1 18, nor4_4 7, a31oi_1 26, buf_4 11
nand4_1 4, inv_1 4, mux2i_1 18, dfrtp_1 512
mux2_1 65, nand3_1 29, a211oi_1 4, or4_1 5
a22oi_1 93, nor2_1 15, o21ai_0 9, buf_6 7
buf_1 10, buf_2 38, or4bb_1 4, nor4_1 7
nor3_1 5, o22ai_1 8
[power by group through the flow]
stage / registers (uW) / logic, uW / clock network [uW]
final: 1510 / 185 / 1530
after global routing: 1510 / 199 / 1620
after CTS: 1510 / 188 / 1560
[state kept, by name (all words and copies together) (netlist names)]
name / flops
router_cfg_2_q: 32
router_sta_1_q: 32
router_cfg_4_q: 32
router_sta_5_q: 32
router_cfg_7_q: 32
router_cfg_6_q: 32
router_sta_0_q: 32
router_cfg_1_q: 32
router_sta_6_q: 32
router_sta_3_q: 32
router_cfg_5_q: 32
router_sta_7_q: 32
router_sta_4_q: 32
router_sta_2_q: 32
router_cfg_3_q: 32
router_cfg_0_q: 32
[area by class of cell]
cell class | instances | area [um^2] | share of cell area, %
Antenna cell | 3 | 7.51 | 0.0258
Clock buffer | 77 | 1630 | 5.61
Clock inverter | 26 | 330 | 1.14
Inverter | 4 | 18.8 | 0.0645
Multi-Input combinational cell | 730 | 6700 | 23.0
Sequential cell | 512 | 12800 | 44.1
Tap cell | 864 | 1080 | 3.72
Timing Repair Buffer | 669 | 6510 | 22.4
[final timing paths]
| kind | depth (start not counted) | end | slack (ns) |
|---|---|---|---|
| hold / removal | 1 | router_cfg_1_q[2] | 0.52 |
| setup / recovery | 12 | o_rdata[19] | 4.50 |
| max in group asynchronous | 6 | router_cfg_1_q[20] | 8.37 |
| min in group asynchronous | 2 | router_cfg_2_q[8] | 2.62 |
| setup reg to reg | 1 | router_cfg_1_q[31] | 13.31 |
| hold reg to reg | 1 | router_cfg_1_q[2] | 0.52 |
Power figures rest on the tool's default switching activity, not on a simulated workload.
